[flow/design.v]
module alu #(
    parameter WORDSIZE = 32
) (
    input [WORDSIZE-1:0] in1, in2,
    input [3:0] ctl,
    output reg [WORDSIZE-1:0] result,
    output zero
);
    always @(*) begin
        case (ctl)
            4'b0000: result = in1 & in2;
            4'b0001:  result = in1 | in2;
            4'b0010: result = in1 + in2;
            4'b0110: result = in1 - in2;
            default: result = 0;
        endcase
    end
    assign zero = (result == 0);
endmodule
[flow/run.sh]
#!/bin/bash
# OpenROAD 26Q1-2900-gdf79404cd8, Yosys 0.63+post, stock flow scripts
make -C /OpenROAD-flow-scripts/flow DESIGN_CONFIG=/design/flow/config.mk WORK_HOME=/design/flow/orfs finish
[flow/config.mk]
export PLATFORM = sky130hd
export DESIGN_NAME = alu
export DESIGN_NICKNAME = alu
export VERILOG_FILES = /design/flow/design.v
export SDC_FILE = /design/flow/constraint.sdc
export NUM_CORES = 4
export LEC_CHECK = 1
export CORE_UTILIZATION = 50
[flow/constraint.sdc]
current_design alu

set clk_period 20.6
set clk_io_pct 0.2

create_clock -name clk0 -period $clk_period

set non_clock_inputs [all_inputs -no_clocks]
set_input_delay [expr $clk_period * $clk_io_pct] -clock clk0 $non_clock_inputs
set_output_delay [expr $clk_period * $clk_io_pct] -clock clk0 [all_outputs]
==> load_flow_metrics.sql <==
-- load yosys + openroad results
INSERT INTO impl_metrics (metric_group, metric, value, unit) VALUES
('cells_and_area', 'clock_buffer_instance_count_of_the_final_layout', '0', ''),
('power_and_ir_drop', 'power_switching', '0.0659', 'mW'),
('route', 'insertedDiodeCount', '0', ''),
('cells_and_area', 'n_sequential_cell', '0', ''),
('yosys', 'yosys_warnings', '1', ''),
('final_timing', 'totalNegativeSetupSlack', '0', 'ns'),
('final_timing', 'finalWorstSetupSlack', '6.55', 'ns'),
('yosys', 'yosys_area', '3240', 'um2'),
('cells_and_area', 'area_of_all_placed_cells_without_fillers', '4310', 'um2'),
('yosys', 'netlist.area_leader.share', '0.131', ''),
('cells_and_area', 'areaGrowthSynthToFinish', '33.2', '%'),
('global_route', 'overflow', '0', ''),
('power_and_ir_drop', 'combinationalPowerShare', '1.000', ''),
('yosys', 'synth_area_leader_cell', 'sky130_fd_sc_hd__ha_1', ''),
('placement', 'finalWeightedCongestion', '0.992', ''),
('critical_path', 'worst-endpoint-arrival', '9.93', 'ns'),
('placement', 'placed_cell_area', '4310', 'um2'),
('power_and_ir_drop', 'static-leakage-power', '1.73', 'nW'),
('placement', 'preCtsSetupSlack', '6.61', 'ns'),
('critical_path', 'timing.setup.critical_path_class', 'input pin to primary output', ''),
('cells_and_area', 'post_route_cells_drive_above_1_share', '0.0241', ''),
('final_timing', 'final.period_utilization', '0.682', ''),
('critical_path', 'endpoint_kind', 'primary output', ''),
('power_and_ir_drop', 'share_of_total_power_consumed_by_net_switching', '0.520', ''),
('final_timing', 'final-hold-violation-count', '0', ''),
('yosys', 'synth_seq_share', '0', ''),
('power_and_ir_drop', 'power_frac_clock', '0', ''),
('power_and_ir_drop', 'p_seq_frac', '0', ''),
('global_route', 'grt_antenna_before_repair', '0', ''),
('status', 'result_of_the_run', 'finished clean', ''),
('floorplanning', 'floorplan.die_area', '6800', 'um2'),
('run', 'stage_log_warnings', '36', ''),
('yosys', 'syn_area', '3240', 'um2'),
('hold_path', 'min_path_type', 'input pin to primary output', ''),
('critical_path', 'critPathLaunchType', 'input pin', ''),
('power_and_ir_drop', 'power_density', '29.4', 'nW/um2'),
('floorplanning', 'core_area', '6100', 'um2'),
('placement', 'io_buffer_count', '101', ''),
('route', 'drt_pre_antenna_iters', '5', ''),
('final_timing', 'fmax', '0.0712', 'GHz'),
('route', 'drt_drc_violations_left', '0', ''),
('final_timing', 'transition_time_of_the_tightest_slew_check_pin', '0.836', 'ns'),
('floorplanning', 'num_io_pins', '101', ''),
('route', 'drt_first_iter_violations', '362', ''),
('floorplanning', 'die.size.x', '82.5', 'um'),
('yosys', 'yosysCellCount', '492', ''),
('route', 'routed-via-count', '4152', ''),
('yosys', 'syn_inst', '492', ''),
('global_route', 'grt_start_max_net_pins', '41', ''),
('final_timing', 'finalSetupViolations', '0', ''),
('route', 'detail-route-antenna-nets', '0', ''),
('floorplanning', 'row_count', '28', ''),
('yosys', 'synthDistinctLibCells', '66', ''),
('cts', 'ctsHoldBuffers', '0', ''),
('yosys', 'top_cells_by_area', 'sky130_fd_sc_hd__ha_1 13%, sky130_fd_sc_hd__nand2_1 7.7%, sky130_fd_sc_hd__a21oi_1 7.3%', ''),
('cells_and_area', 'sequential_cell_area', '0', 'um2'),
('floorplanning', 'floorplan.initialDensity', '0.531', ''),
('cts', 'post_cts_resized', '0', ''),
('critical_path', 'cp.required', '16.48', 'ns'),
('route', 'viasPerCell', '6.33', ''),
('final_timing', 'clock_period_minus_worst_slack', '14.05', 'ns'),
('critical_path', 'maximum_fanout_along_the_worst_path', '40', ''),
('final_timing', 'slew_hr', '0.434', ''),
('floorplanning', 'die-height', '82.5', 'um'),
('power_and_ir_drop', 'cell_internal_power', '0.0609', 'mW'),
('placement', 'dp_hpwl', '8870', 'um'),
('route', 'routed_wire_length_per_instance', '16.8', 'um'),
('route', 'wirelength', '11000', 'um'),
('yosys', 'synth.avg_cell_area', '6.58', 'um2'),
('final_timing', 'maxSlewViolCount', '0', ''),
('global_route', 'number_of_global_route_vias_before_repair', '3571', ''),
('cts', 'post_cts.repair.setup_buffers', '0', ''),
('power_and_ir_drop', 'peakVddDrop', '0.0197', 'mV'),
('global_route', 'grt_usage', '0.332', ''),
('run', 'max-cap-violations', '0', ''),
('global_route', 'grt_first_pass_wirelength', '17300', 'um'),
('final_timing', 'rsz0062_at_grt', 'no', '');
[path summary, 6_finish.rpt]
| path | to | slack [ns] | cells past startpoint | startpoint |
|---|---|---|---|---|
| max | zero | 6.55 | 18 | ctl[0] |
| min | result[4] | 9.32 | 4 | in1[4] |
[critical path, cell delays in order]
cell and delay (ns):
sky130_fd_sc_hd__clkdlybuf4s50_1 0.45, sky130_fd_sc_hd__buf_4 0.41, sky130_fd_sc_hd__nor3b_2 0.08, sky130_fd_sc_hd__buf_4 0.22, sky130_fd_sc_hd__nand2_1 0.54, sky130_fd_sc_hd__o21ai_0 0.27, sky130_fd_sc_hd__fa_1 0.48, sky130_fd_sc_hd__nand2b_1 0.18
sky130_fd_sc_hd__a211oi_1 0.43, sky130_fd_sc_hd__o21ai_0 0.14, sky130_fd_sc_hd__a31o_1 0.24, sky130_fd_sc_hd__or4_1 0.53, sky130_fd_sc_hd__nor4_1 0.15, sky130_fd_sc_hd__or4b_1 0.45, sky130_fd_sc_hd__nor4_1 0.37, sky130_fd_sc_hd__nand4b_1 0.21
sky130_fd_sc_hd__nor3_2 0.19, sky130_fd_sc_hd__clkdlybuf4s50_1 0.47
[metal layers]
layer / up-vias / routed length (um) / global-route usage
met2: 224 / 4790 / 0.503
met4: 0 / 65 / 0.0368
met5: - / 0 / 0
met1: 1895 / 5100 / 0.520
met3: 8 / 1080 / 0.0301
li1: 2025 / - / -
[kinds of logic after synthesis]
| family | synth area share |
|---|---|
| compound gates | 0.306 |
| xor+xnor | 0.143 |
| fa+ha+maj | 0.213 |
| buf+inv | 0.0367 |
| mux | 0.0155 |
| simple gates | 0.286 |
[power by group through the flow]
stage / sequential (mW) / clock (mW) / combinational [mW]
finish: 0 / 0 / 0.127
CTS: 0 / 0 / 0.125
global route: 0 / 0 / 0.139
[final cells by class]
type	instances	area, um2
multi-input combinational	463	3130
fill	511	1780
inverter	13	48.8
tap	75	93.8
timing repair buffer	105	1040
[cell usage after synthesis (10+ instances only)]
library cell               instances
sky130_fd_sc_hd__a21o_1           10
sky130_fd_sc_hd__a21oi_1          47
sky130_fd_sc_hd__clkbuf_1         12
sky130_fd_sc_hd__ha_1             34
sky130_fd_sc_hd__inv_1            13
sky130_fd_sc_hd__maj3_1           21
sky130_fd_sc_hd__nand2_1          66
sky130_fd_sc_hd__nand3_1          10
sky130_fd_sc_hd__nor2_1           38
sky130_fd_sc_hd__nor3_1           15
sky130_fd_sc_hd__o21ai_0          34
sky130_fd_sc_hd__o21ai_1          12
sky130_fd_sc_hd__xnor2_1          26
sky130_fd_sc_hd__xor2_1           25
[cells in the final DEF, fill, tap and decap left out, types with 5 or more instances in the layout]
cell type and instances:
sky130_fd_sc_hd__a21o_1 10, sky130_fd_sc_hd__a21oi_1 47, sky130_fd_sc_hd__a31oi_1 8, sky130_fd_sc_hd__and2_1 7
sky130_fd_sc_hd__and3_1 6, sky130_fd_sc_hd__clkdlybuf4s50_1 101, sky130_fd_sc_hd__ha_1 34, sky130_fd_sc_hd__inv_1 13
sky130_fd_sc_hd__maj3_1 21, sky130_fd_sc_hd__mux2i_1 5, sky130_fd_sc_hd__nand2_1 66, sky130_fd_sc_hd__nand2b_1 8
sky130_fd_sc_hd__nand3_1 10, sky130_fd_sc_hd__nand4_1 7, sky130_fd_sc_hd__nor2_1 38, sky130_fd_sc_hd__nor3_1 14
sky130_fd_sc_hd__nor4_1 7, sky130_fd_sc_hd__o21ai_0 34, sky130_fd_sc_hd__o21ai_1 12, sky130_fd_sc_hd__o31ai_1 6
sky130_fd_sc_hd__or3_1 8, sky130_fd_sc_hd__xnor2_1 26, sky130_fd_sc_hd__xor2_1 25
[metrics by stage]
step           power, mW  std cells   util  hold slack (ns)
2_1_floorplan     0.0776        492      -             8.38
3_3_place_gp       0.123        656  0.707             9.33
3_5_place_dp       0.124        656  0.707             9.32
4_1_cts            0.125        656  0.707             9.33
5_1_grt            0.139        656  0.707             9.37
6_report           0.127        656  0.707             9.32
Power and IR drop assume default switching activity.
